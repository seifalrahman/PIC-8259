==> flow/run.sh <==
#!/bin/bash
# OpenROAD 26Q1-2900-gdf79404cd8, Yosys 0.63+post, stock flow scripts
make -C /OpenROAD-flow-scripts/flow DESIGN_CONFIG=/design/flow/config.mk WORK_HOME=/design/flow/orfs finish
==> flow/config.mk <==
export PLATFORM = sky130hd
export DESIGN_NAME = Priority_Resolver
export DESIGN_NICKNAME = Priority_Resolver
export VERILOG_FILES = /design/flow/design.v
export SDC_FILE = /design/flow/constraint.sdc
export NUM_CORES = 4
export LEC_CHECK = 1
export CORE_UTILIZATION = 30
==> flow/constraint.sdc <==
current_design Priority_Resolver

set clk_period 7.8
set clk_io_pct 0.2

create_clock -name clk0 -period $clk_period

set non_clock_inputs [all_inputs -no_clocks]
set_input_delay [expr $clk_period * $clk_io_pct] -clock clk0 $non_clock_inputs
set_output_delay [expr $clk_period * $clk_io_pct] -clock clk0 [all_outputs]
==> flow/design.v <==
module Priority_Resolver(
    input   wire   [2:0]   priority_rotate,
    input   wire   [7:0]   interrupt_mask,
    input   wire   [7:0]   interrupt_special_mask,
    input   wire freeze,
    input   wire   [7:0]   interrupt_request_register,
    input   wire   [7:0]   in_service_register,
    output  reg    [7:0]   interrupt
);
    reg   [7:0]   masked_interrupt_req,masked_in_service;
    always @(*) begin
      if(freeze)
        masked_interrupt_req = masked_interrupt_req;
      else
        masked_interrupt_req = interrupt_request_register & ~interrupt_mask;
      masked_in_service    = in_service_register & ~interrupt_special_mask;
    end
    reg    [7:0]    priority_mask , rotated_interrupt;
    wire   [7:0]   rotated_in_service , rotated_request;
    rotate_right rotate_R1(
      .source(masked_interrupt_req),
      .rotate(priority_rotate),
      .rotated_R_output(rotated_request)
    );
    rotate_right rotate_R2(
      .source(masked_in_service),
      .rotate(priority_rotate),
      .rotated_R_output(rotated_in_service)
    );
    always@(*) begin
        if      (rotated_in_service[0] == 1'b1) priority_mask = 8'b00000000;
        else if (rotated_in_service[1] == 1'b1) priority_mask = 8'b00000001;
        else if (rotated_in_service[2] == 1'b1) priority_mask = 8'b00000011;
        else if (rotated_in_service[3] == 1'b1) priority_mask = 8'b00000111;
        else if (rotated_in_service[4] == 1'b1) priority_mask = 8'b00001111;
        else if (rotated_in_service[5] == 1'b1) priority_mask = 8'b00011111;
        else if (rotated_in_service[6] == 1'b1) priority_mask = 8'b00111111;
        else if (rotated_in_service[7] == 1'b1) priority_mask = 8'b01111111;
        else                                    priority_mask = 8'b11111111;
    end
    wire [7:0] resolved_priority;
    resolve_priority res_pri(
       .source(rotated_request),
       .resolved_priority(resolved_priority)
    );
    wire [7:0] interrupt_wire;
    always @(*) begin
       interrupt = interrupt_wire;  
    end
    rotate_left rotate_L1(
       .source(rotated_interrupt),
       .rotate(priority_rotate),
       .rotated_L_output(interrupt_wire)
    );    
    always @(*) begin
       rotated_interrupt = resolved_priority & priority_mask;
    end
endmodule
module resolve_priority(
    input [7:0] source,
    output reg [7:0] resolved_priority
);
    always @* begin
        if (source[0] == 1'b1)      resolved_priority = 8'b00000001;
        else if (source[1] == 1'b1) resolved_priority = 8'b00000010;
        else if (source[2] == 1'b1) resolved_priority = 8'b00000100;
        else if (source[3] == 1'b1) resolved_priority = 8'b00001000;
        else if (source[4] == 1'b1) resolved_priority = 8'b00010000;
        else if (source[5] == 1'b1) resolved_priority = 8'b00100000;
        else if (source[6] == 1'b1) resolved_priority = 8'b01000000;
        else if (source[7] == 1'b1) resolved_priority = 8'b10000000;
        else resolved_priority = 8'b00000000;
    end
endmodule
module rotate_left(
    input [7:0] source,  
    input [2:0] rotate,  
    output reg [7:0] rotated_L_output
);
    always @* begin
        case (rotate)
            3'b000:  rotated_L_output = { source[6:0], source[7]   };
            3'b001:  rotated_L_output = { source[5:0], source[7:6] };
            3'b010:  rotated_L_output = { source[4:0], source[7:5] };
            3'b011:  rotated_L_output = { source[3:0], source[7:4] };
            3'b100:  rotated_L_output = { source[2:0], source[7:3] };
            3'b101:  rotated_L_output = { source[1:0], source[7:2] };
            3'b110:  rotated_L_output = { source[0],   source[7:1] };
            3'b111:  rotated_L_output = source;
            default: rotated_L_output = source;
        endcase
    end
endmodule
module rotate_right(
    input [7:0] source,  
    input [2:0] rotate,  
    output reg [7:0] rotated_R_output
);
    always @*
        case (rotate)
            3'b000:  rotated_R_output = { source[0],   source[7:1] };
            3'b001:  rotated_R_output = { source[1:0], source[7:2] };
            3'b010:  rotated_R_output = { source[2:0], source[7:3] };
            3'b011:  rotated_R_output = { source[3:0], source[7:4] };
            3'b100:  rotated_R_output = { source[4:0], source[7:5] };
            3'b101:  rotated_R_output = { source[5:0], source[7:6] };
            3'b110:  rotated_R_output = { source[6:0], source[7]   };
            3'b111:  rotated_R_output = source;
            default: rotated_R_output = source;
        endcase
endmodule
==> run notes <==
Flow results are below.

- After its last routability iteration, the placer logged a weighted congestion of 0.926.
- STA classifies the critical path startpoint as a primary input.
- The number of vias in the routed layout is roughly 2300, for reference.
- The sum of negative setup slack is 0 ns, for reference.
- The initial antenna violation count was 0.
- The number of rows created at floorplan is 28, for reference.
- The category of the most critical setup path is primary input to output pin, for reference.
- Each instance of the synthesized netlist takes up on average 7.16 um^2.
- The number of remaining DRC errors is 0, for reference.
- The number of cells upsized or downsized after cts is 0, for reference.
- The area taken by flip-flops and latches is 120 um^2, for reference.
- The met2 global-route usage is about a third, for reference.
- The final antenna-violating net count is 0, for reference.
- The initial DRC count is 359, for reference.
- Looking at the cell usage after synthesis, the top flip-flop cell is sky130_fd_sc_hd__dlxtn_1.
- The flow ran to the end, and the final reports show no timing, DRC or antenna violations.
- The first global-routing pass estimated 9890 um of wire.
- Setup repair after global routing left no endpoint under its margin.
- Per the finish-stage timing summary, setup violations number 0.
- The overall die height is a little over 80 um, for reference.
- The number of global-route vias before repair is 2050.
- After routing the design area is roughly 2300 um^2.
- In the final report, the number of hold violations comes to 0.
- The register with the most flip-flops in the layout has 8 of them.
- Global routing consumed, on the met3 layer, 1.14% of the routing resources.
- The data required time of the critical path is 6.24 ns, for reference.
- After synthesis the cells add up to 1880 um^2.
- Entering global routing, the biggest net connects ~52 pins.
- Per the final layout report, the fraction of cells sized above drive strength 1 comes to 9.00%.
- The distinct cell type count after synthesis is 60, for reference.
- The total of warnings raised by yosys is 4, for reference.
- The number of hold buffers added after CTS was 0.
- The actual transition at the worst max-transition pin is 0.799 ns, for reference.
- Summed over its instances, the top area cell type makes up 9.07% of the synthesized netlist area.
- Port buffering added 44 buffers.
- For this run, asynchronously set or reset flops after synthesis account for 0%.
- The per-cell via count in the routed design is 6.27, for reference.
- By area the synthesized netlist is led by sky130_fd_sc_hd__mux2i_1, sky130_fd_sc_hd__nor2b_1, sky130_fd_sc_hd__dlxtn_1, sky130_fd_sc_hd__o22ai_1, sky130_fd_sc_hd__a21oi_1.
- The number of cells on the worst hold path is listed as 5.
- The final global-route overflow total is 0, for reference.
- The number of synthesized register bits is 8, for reference.
- In this run the tightest slew margin relative to its limit is between 40% and 50%.
- The routed wire length is between 6000 and 7000 um, for reference.
- The dominant cell type by area after synthesis is sky130_fd_sc_hd__mux2i_1, for reference.
- Looking at the global route congestion table, the highest-usage layer is met2.
- The worst setup path is captured at an output pin.
- For the worst setup path, the data arrival time is 5.31 ns.
- The area of the die is 6580 um^2, for reference.
- The floorplan step defined a core boundary enclosing 5990 um^2.
- The floorplan step records an initial core utilization of 31.3%.
- The final period utilization is 88.1%, for reference.
- The layout-stage area growth over the synthesis result is 23.0%, for reference.
- The class of the most critical hold timing path is primary input to output pin, for reference.
- By count the netlist is led by sky130_fd_sc_hd__nor2b_1, sky130_fd_sc_hd__nor2_1, sky130_fd_sc_hd__mux2i_1.
- The number of register pins that no clock reaches is 8, for reference.
- The wire length per cell after detailed routing is 16.6 um, for reference.
- In the placement report, post-DP HPWL is listed as about 4500 um.
- Sorting the synthesis cell report by count puts at the top sky130_fd_sc_hd__nor2b_1.
- The first detailed-routing pass took 6 iterations.
- Global routing consumed, over all layers together, 19.2% of the routing resources.
- Leaving out buffers and inverters, the combinational logic in the layout accounts for 1600 um^2.
- Based on the critical path, the design can be clocked at up to 0.146 GHz.
- The antenna cell count is 0, for reference.
- The tool flagged a number of max-cap violations equal to 0.
- The final power report lists total power as 123 uW.
- The number of filler cells placed in the layout is approximately 630, for reference.
- The maximum fanout along the worst path is 19, for reference.
- The worst path in the final design needs a cycle of 6.87 ns, including I/O delays and setup.
- The script computed a power per unit cell area of 53.2 nW/um^2.
- The total I/O pin count is 44, for reference.
- The met1 layer usage reported by global route is 27.1%, for reference.
- The synthesized instance count is 262, for reference.
- For this design the static power due to leakage is 0.784 nW.
- The number of slew-limit violations in the final report is 0, for reference.
- The die is 81.1 um wide.
- After synthesis, the design contains 262 cells according to Yosys.
- The number of flops mapped to enable cells by yosys is 0, for reference.
- The peak ir drop on the vdd network is 0.0000180 V, for reference.
- The post-placement cell area is 2310 um^2.
- The post-CTS setup-driven buffer insertion count is 0, for reference.
- The chip area line in the Yosys stat output reads 1880 um^2.
- OpenROAD emitted warnings numbering 32.
- 8 endpoints have no timing constraint.
## routing by layer
layer | wire (um) | vias to the layer above
li1 | - | 1081
met1 | 2610 | 1048
met2 | 2810 | 134
met3 | 473 | 18
met4 | 138 | 0
met5 | 0 | -
## per-stage QoR
step	utilization, %	hold WS, ns	setup slack (ns)	cells
final	38.5	4.16	0.929	364
after detailed placement	38.5	4.15	0.996	364
after global routing	38.5	4.21	0.552	364
after global placement	38.5	4.15	1.01	364
after CTS	38.5	4.15	0.998	364
after floorplan	-	3.42	2.64	262
## power breakdown
part | total (mW) | switching (mW) | internal [mW]
registers | 0.00478 | 0.00184 | 0.00294
logic | 0.118 | 0.0632 | 0.0548
clock network | 0 | 0 | 0
## layout by cell type, fill, tap and decap left out, drive strengths merged, types with 2 or more instances in the layout
| cell type | Yosys | layout |
|---|---|---|
| buf | 13 | 6 |
| mux2i | 18 | 18 |
| a32oi | 3 | 3 |
| a221oi | 5 | 5 |
| o32ai | 3 | 3 |
| and2 | 2 | 2 |
| nor2 | 19 | 19 |
| a22oi | 8 | 8 |
| o22ai | 16 | 16 |
| a31oi | 5 | 5 |
| nand3 | 7 | 7 |
| a22o | 3 | 3 |
| a211o | 2 | 2 |
| o311ai | 2 | 2 |
| clkdlybuf4s50 | 0 | 43 |
| nor3b | 3 | 3 |
| o211ai | 3 | 3 |
| nand3b | 2 | 2 |
| a21oi | 16 | 16 |
| nand2 | 17 | 17 |
| inv | 5 | 5 |
| nand2b | 10 | 10 |
| nor3 | 10 | 10 |
| a211oi | 7 | 7 |
| dlxtn | 8 | 8 |
| nor2b | 21 | 21 |
| o21ai | 17 | 17 |
| nor4 | 5 | 5 |
| o221ai | 2 | 2 |
| o211a | 2 | 2 |
| o31ai | 3 | 3 |
| mux4 | 3 | 3 |
## worst max-delay path, cell delays in order
cell                              delay (ns)
sky130_fd_sc_hd__clkdlybuf4s50_1        0.75
sky130_fd_sc_hd__nor2_1                 0.39
sky130_fd_sc_hd__nand2_1                0.33
sky130_fd_sc_hd__o22ai_1                0.47
sky130_fd_sc_hd__nand2_1                0.11
sky130_fd_sc_hd__a211oi_2               0.41
sky130_fd_sc_hd__nand3_1                0.27
sky130_fd_sc_hd__o22ai_1                0.29
sky130_fd_sc_hd__a22oi_1                0.12
sky130_fd_sc_hd__o31ai_1                0.10
sky130_fd_sc_hd__clkdlybuf4s50_1        0.50
## logic make-up (layout without fill, tap and decap cells)
kind of cell | Yosys count | count (layout) | share of synthesized area [%]
latches | 8 | 8 | 6.40
and+or+nand+nor | 102 | 102 | 31.8
AOI/OAI and AO/OA | 102 | 102 | 38.9
buffers and inverters | 28 | 55 | 8.40
muxes | 22 | 22 | 14.5
## layout make-up
cell class | count | share of cell area [%]
inverter | 6 | 0.976
sequential | 8 | 5.20
tap | 75 | 4.07
multi-input combinational | 226 | 69.3
timing repair buffer | 49 | 20.5
## final timing paths
check	slack, ns	startpoint	end
max	0.93	priority_rotate[0]	interrupt[1]
min	4.16	priority_rotate[2]	interrupt[0]
Power figures rest on the tool's default switching activity, not on a simulated workload.
