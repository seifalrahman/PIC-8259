$ cat flow/config.mk
export PLATFORM = sky130hd
export DESIGN_NAME = Cascademodule
export DESIGN_NICKNAME = Cascademodule
export VERILOG_FILES = /design/flow/design.v
export SDC_FILE = /design/flow/constraint.sdc
export NUM_CORES = 4
export LEC_CHECK = 1
export CORE_AREA = 10 10 70 70
export DIE_AREA = 0 0 80 80
$ cat flow/constraint.sdc
current_design Cascademodule

set clk_period 2.7
set clk_io_pct 0.2

create_clock -name clk0 -period $clk_period [get_ports {INTA}]

set non_clock_inputs [all_inputs -no_clocks]
set_input_delay [expr $clk_period * $clk_io_pct] -clock clk0 $non_clock_inputs
set_output_delay [expr $clk_period * $clk_io_pct] -clock clk0 [all_outputs]
$ cat flow/design.v
module Cascademodule (inout wire [2:0]CAS , 
              input wire SP_EN,  
              input wire [7:0]ICW3,IRR,ICW2,
              input wire SNGL     , 
              input wire INTA ,
              output reg [7:0] CODEADDRESS  
		);
reg [2:0] ID ;
reg [3:0]IRRtemp;
reg [7:0] hasSlave ;
reg [2:0] CASBUFFER ;
wire [7:0] codeAddress ;
reg flagCodeAddress ;
always @(IRR)begin
	if(IRR == 8'b00000001)
		IRRtemp = 4'b0000;
	else if(IRR == 8'b00000010)
		IRRtemp = 4'b0001;
	else if (IRR == 8'b00000100)
		IRRtemp = 4'b0010;
	else if (IRR == 8'b00001000)
		IRRtemp = 4'b0011;
	else if (IRR == 8'b00010000)
		IRRtemp = 4'b0100;
	else if (IRR == 8'b00100000)
		IRRtemp = 4'b0101;
	else if (IRR == 8'b01000000)
		IRRtemp = 4'b0110;
	else if (IRR == 8'b10000000)
		IRRtemp = 4'b0111;
	else
		IRRtemp = 4'b1000;		
end
always @ (*)begin
    if(0==SNGL)begin
        if(0==SP_EN) begin
            ID<=ICW3[2:0] ; 
            hasSlave<=8'b00000000 ; 
            end                
        else if(1==SP_EN)
	begin
            hasSlave<=ICW3 ;    
            ID<=3'b000; 
    	end
	end
    else 
	begin
        	ID<=3'b000; 
        	hasSlave<=8'b00000000 ; 
        end
end
reg cnt =0 ;
always@(posedge INTA)begin 
    cnt=cnt+1;
        if(SP_EN==1)  
            CASBUFFER<=IRRtemp[2:0];
        else 
	if(CAS==ID || SNGL==1)begin  
		if(cnt == 2)
		begin
			cnt = 0 ;
			flagCodeAddress = 1;
		end     
		CODEADDRESS<={ICW2[7:3],IRRtemp[2:0]} ; 
	end  
end
always@(negedge INTA)begin
	 flagCodeAddress = 0;
end
assign CAS = CASBUFFER ;
assign codeAddress = (flagCodeAddress == 1 && SP_EN ==0 ) ? CODEADDRESS : 8'bzzzzzzzz;
endmodule
$ cat flow/run.sh
#!/bin/bash
# OpenROAD 26Q1-2900-gdf79404cd8, Yosys 0.63+post, stock flow scripts
make -C /OpenROAD-flow-scripts/flow DESIGN_CONFIG=/design/flow/config.mk WORK_HOME=/design/flow/orfs finish
==> ci_impl_report.md <==
## Implementation flow summary

| Metric | Value |
|---|---|
| Status | `stopped before the end` |
| Failed at | `4_1_cts` |
| Stop err | `[error] [KeplerFormal.cpp:679] Workflow failed: Iso has multiple drivers: .CAS0, CAS[0]$_DFFE_PP_.Q0` |
| Root Buffer | `clkbuf_4` |
| Worst slack at placement | `0.313 ns` |
| Post-CTS setup repair buffer count | `0` |
| I/O Buffers | `26` |
| Clock buffer depth | `2` |
| Clock sink count | `11` |
| H-Tree Depth | `1` |
| Chip Area, Yosys | `473 µm²` |
| Avg Inst Size Synth | `15.8 µm²` |
| Fp util | `13.8%` |
| CTS buffer count | `3` |
| Die Wd | `80 µm` |
| Dpl hpwl | `1010 µm` |
| Warnings from Yosys | `2` |
| Placed Instances | `103` |
| Standard-cell row count | `21` |
| Die Y | `80 µm` |
| Synthesized instance count | `30` |
| Ports | `38` |
| CTS Hold Bufs | `0` |
| Yosys cell count | `30` |
| Post-synth seq share | `69.8%` |
| Synth Register Bits | `11` |
| Cell Area, Synth | `473 µm²` |
| RD Place Congestion | `0.787` |
| Unique masters post-synth | `10` |
| CTS resizes | `0` |
through the flow:
step,utilization [%],hold WS (ns),cell area (µm²)
after detailed placement,23.4,0.878,798
after global placement,23.4,0.879,798
after floorplan,-,0.639,473
kinds of logic after synthesis:
group,count (synthesis),synth area share (%)
xor gates and xnor gates,8,14.8
and+or+nand+nor,7,10.1
AOI/OAI and AO/OA,4,5.29
DFF,11,69.8
cell usage after synthesis:
cell	number	area share (%)
edfxtp_1	11	70
o41ai_1	1	1.9
a31oi_1	1	1.3
nor2_1	1	0.79
o21ai_0	1	1.1
xnor2_1	8	15
or3_1	1	1.3
or3_2	1	1.6
or4_1	4	6.3
a21oi_1	1	1.1
